==> ./design.v <==
module rom2(Ma,Md);
    input [15:0] Ma;
    output [15:0] Md;
    assign #70 Md = 
	(Ma == 0) ? 16'h0000 :
	(Ma == 1) ? 16'h2501 :
	(Ma == 2) ? 16'h2500 :
	(Ma == 3) ? 16'h6D00 :
	(Ma == 4) ? 16'h6D05 :
	(Ma == 5) ? 16'h4600 :
	(Ma == 6) ? 16'h2430 :
	(Ma == 7) ? 16'h0F00 :
	(Ma == 16'h0100) ? 16'h00DE :
	(Ma == 16'h0101) ? 16'h00AD :
	(Ma == 16'h0102) ? 16'h00BE :
	(Ma == 16'h0103) ? 16'h00EF :
	            16'h0000;
endmodule
==> ./run.sh <==
#!/bin/bash
# OpenROAD 26Q1-2900-gdf79404cd8, Yosys 0.63+post, stock flow scripts
make -C /OpenROAD-flow-scripts/flow DESIGN_CONFIG=/design/flow/config.mk WORK_HOME=/design/flow/orfs finish
==> ./config.mk <==
export PLATFORM = sky130hd
export DESIGN_NAME = rom2
export DESIGN_NICKNAME = rom2
export VERILOG_FILES = /design/flow/design.v
export SDC_FILE = /design/flow/constraint.sdc
export NUM_CORES = 4
export LEC_CHECK = 1
export CORE_AREA = 10 10 70 70
export DIE_AREA = 0 0 80 80
==> ./constraint.sdc <==
current_design rom2

set clk_period 3.1
set clk_io_pct 0.2

create_clock -name clk0 -period $clk_period

set non_clock_inputs [all_inputs -no_clocks]
set_input_delay [expr $clk_period * $clk_io_pct] -clock clk0 $non_clock_inputs
set_output_delay [expr $clk_period * $clk_io_pct] -clock clk0 [all_outputs]
==> changes_impl.md <==
## Implementation

* Layout cell share with drive strength beyond 1 at approximately 14%
* Total gr overflow at 0
* YS chip area at 284 um^2
* Final period utilization at about 97%
* Syn Std Cell Area at 284 um^2
* RePlAce Congestion at approximately 0.73
* Final Max Slew Viols at 0
* DR vias/cell at 3.34
* Vias in the first global route at 344
* Post-synthesis instance total at 40
* Total GRT Usage at under 10%
* Synth area leaders: nor4_4, a211oi_1, buf_4, nand2_1, nand2b_1
* Distinct lib cells at 19
* Syn_area_per_cell at between 7 and 8 um^2
* Post-synth seq share at 0%
* Port Buffers at 30
* Setup slack after layout at between 90 and 100 ps
* Final min period at 3010 ps
* WP data arrival at roughly 2400 ps
* PwrDens at about 70 nW/um^2
* CP Launch Type: input port
* Number of antenna diodes at 0
* Final Hold Vio Count at 0
* Starting DRT DRC Count at 15
* Max_cap viols at 0
* P&R area growth vs syn at 126%
* Lkg Pwr at 0.178 nW
* Worst path cell trace: clkdlybuf4s50_1 > nor4_4 > o311ai_1 > a211oi_1 > clkdlybuf4s50_1
* Most frequent CP cell: clkdlybuf4s50_1
* Pre-Repair DR Iteration Count at 3
* Reg area at 0 um^2
* Hold Slack at about 2300 ps
* Dominant cell area share at 15.0%
* Global-route wire length before repair at 1.74 mm
* CP max stage delay at approximately 500 ps
* Synth warnings at 0
* Routed wire per std cell at 10.6 um
* Yosys top cell by instances: nand2_1
* Dpl hpwl at 1.14 mm
* Crit. End Element: primary output
* Core Rows at 21
* Status: completed
* Layout clock buffers at 0
* Die Size at ~6400 um^2
* Buf/Inv on CP at 2
* Crit-path max FO at 3
* Min-delay worst type: in2out
* Num ports at 32
* Filler instances at 385
* Dpl ws at 66.5 ps
* Initial core utilization at 8.32%
* Log Warnings at 33
* Worst Setup Path Type: in2out
* CP required at around 2500 ps
* Antenna viol nets, final at 0
* Largest net degree at the start of global routing at 9
* Hold Buf Count CTS at 0
* Ys cells at roughly 40
* Leading area contributor after synthesis: nor4_4
* DRC Markers at 0
* Crit path max-delay family: buffers and inverters
* Die height at around 80 um
* Final setup violation count at 0
* Max frequency at ~0.33 GHz
* Crit path max-delay cell type: clkdlybuf4s50_1
* Initial antenna violation count at 0
* Vias at 388
* Unrepaired setup endpoints after global routing: yes
* Drt total wl at approximately 1.2 mm
* Core ar. at ~3400 um^2
* Power Total at 45.3 uW
* Registers at 0
* Maximum VDD drop at between 0.000015 and 0.00002 V
* Top cells by count, synth: nand2_1, nor2_1
* Die W at 80 um
layout by cell type, fill, tap and decap left out:
master / count
nor2_1: 5
a211oi_1: 3
nand3b_1: 1
or2_2: 1
a21oi_1: 2
conb_1: 2
nand2b_1: 3
nand3_2: 1
nor3_1: 3
a2bb2oi_1: 1
o311ai_1: 1
a211oi_2: 1
nor2b_1: 3
nand2_1: 6
mux2_2: 1
clkdlybuf4s50_1: 30
buf_4: 3
nor4_4: 3
timing repair:
item / in CTS / in global routing
endpoints found under the setup margin: 0 / 3
setup buffers: 0 / 1
endpoints found under the hold margin: 0 / 0
gates resized: 0 / 1
final timing paths:
kind / start / end / cells after the start
worst max-delay path: Ma[9] / Md[13] / 5
worst min-delay path: Ma[2] / Md[11] / 4
where the power goes:
group,internal (mW),switching (mW),leakage (nW)
clock,0,0,0
combinational,0.0271,0.0182,0.178
sequential,0,0,0
per-layer routing:
metal | vias up | routed length [um] | share of wire [%] | track usage (%)
li1 | 201 | - | - | -
met1 | 168 | 490 | 40 | 3.82
met2 | 19 | 558 | 45 | 5.94
met3 | 0 | 181 | 15 | 1.25
met4 | 0 | 0 | 0 | 0
met5 | - | 0 | 0 | 0
cells by family after synthesis:
family	after synthesis	synth area share, %
and+or+nand+nor	26	60.8
muxes	1	3.96
other	1	1.32
AOI/OAI and AO/OA	8	22.0
buffers and inverters	4	11.9
per-stage QoR:
stage	area [um^2]	setup TNS [ps]	cells	utilization (%)
finish	643	0	116	18.8
global route	643	-27.7	116	18.8
CTS	627	0	115	18.4
detailed placement	627	0	115	18.4
global placement	627	0	115	18.4
floorplan	288	0	41	-
layout make-up:
| cell class | count | area (um^2) | share of cell area, % |
|---|---|---|---|
| Timing Repair Buffer | 33 | 323 | 50.2 |
| Multi-Input combinational cell | 37 | 263 | 40.9 |
| Tap cell | 46 | 57.6 | 8.95 |
No activity file was given, so power comes from the tool's default toggle rates.
