**flow/run.sh**
```bash
#!/bin/bash
# OpenROAD 26Q1-2900-gdf79404cd8, Yosys 0.63+post, stock flow scripts
make -C /OpenROAD-flow-scripts/flow DESIGN_CONFIG=/design/flow/config.mk WORK_HOME=/design/flow/orfs finish
```
**flow/config.mk**
```make
export PLATFORM = sky130hd
export DESIGN_NAME = ram
export DESIGN_NICKNAME = ram
export VERILOG_FILES = /design/flow/design.v
export SDC_FILE = /design/flow/constraint.sdc
export NUM_CORES = 4
export LEC_CHECK = 1
export CORE_AREA = 10 10 113 113
export DIE_AREA = 0 0 123 123
```
**flow/constraint.sdc**
```tcl
current_design ram

set clk_period 4.3
set clk_io_pct 0.2

create_clock -name clk0 -period $clk_period

set non_clock_inputs [all_inputs -no_clocks]
set_input_delay [expr $clk_period * $clk_io_pct] -clock clk0 $non_clock_inputs
set_output_delay [expr $clk_period * $clk_io_pct] -clock clk0 [all_outputs]
```
**flow/design.v**
```verilog
module ram(Ma,Mrd,Mwd,Mwen);
    input [15:0] Ma;
    output [15:0] Mrd;
    input [15:0] Mwd;
    input Mwen;
    reg [15:0] M0 = 0;
    reg [15:0] M1 = 0;
    reg [15:0] M2 = 0;
    reg [15:0] M3 = 0;
    assign #70 Mrd = 
	(Ma == 0) ? 16'h0000 :
	(Ma == 1) ? 16'h9101 :
	(Ma == 2) ? 16'h9100 :
	(Ma == 3) ? 16'hB502 :
	(Ma == 4) ? 16'hB500 :
	(Ma == 5) ? 16'h2500 :
	(Ma == 6) ? 16'h2507 :
	(Ma == 7) ? 16'h5200 :
	(Ma == 8) ? 16'h4814 :
	(Ma == 9) ? 16'h1682 :
	(Ma ==10) ? 16'h9030 :
	(Ma ==11) ? 16'hB430 :
	(Ma ==12) ? 16'h0700 :
	(Ma == 16'h0100) ? 16'h00DE :
	(Ma == 16'h0101) ? 16'h00AD :
	(Ma == 16'h0102) ? 16'h00BE :
	(Ma == 16'h0103) ? 16'h00EF :
	(Ma == 16'h0200) ? M0 :
	(Ma == 16'h0201) ? M1 :
	(Ma == 16'h0202) ? M2 :
	(Ma == 16'h0203) ? M3 :
	            16'h0000;
    always #10 if (Mwen)
	#70 if (Ma == 16'h0200)
	    M0 <= Mwd;
	else if (Ma == 16'h0201)
	    M1 <= Mwd;
	else if (Ma == 16'h0202)
	    M2 <= Mwd;
	else if (Ma == 16'h0203)
	    M3 <= Mwd;
endmodule
```
==> results.yml <==
# physical design summary
worst_setup_path:
  crit_family: "buffers and inverters"
  crit_type: "input pin to output port"
  path_common_cell: "clkdlybuf4s50_1"
  path_depth: 8
  crit_arrival_ps: 3160
  cpMaxStageDelayCell: "clkdlybuf4s50_1"
  crit_path_end: "Mrd[12]"
  critical_path.startpoint_type: "input pin"
  endpoint_kind: "output port"
  startpoint: "Ma[3]"
  critPathBufInv: 3
  required_ps: 3440
  cp_cell_sequence: "clkdlybuf4s50_1 -> buf_4 -> and4b_1 -> o21ai_0 -> a31oi_1 -> a21oi_1 -> nor4_2 -> clkdlybuf4s50_1"
  slowest_delay_ps: 530
  crit_fanout: 11
layout:
  drive_gt1_frac: 0.141
  finalInstanceArea_mm2: 0.00280
  num-fill-cells: 1070
  area_growth_pct: 30.2
floorplanning:
  fp.dieW_um: 123
  coreArea_mm2: 0.0103
  std_cell_rows: 37
  chip_area_mm2: 0.0151
  num_io_pins: 49
  fp.dieH_um: 123
  fp_util: 0.208
route:
  via_per_inst: 4.47
  num_vias: 1785
  drtIter0Drc: 84
  insertedDiodeCount: 0
  drt-met1-wl_um: 2820
  top_layer_used: "met4"
  wl_met2_um: 2490
  routed_wl_um: 5970
  wire_per_inst_um: 15.0
  wl_met3_um: 610
  firstDrtPassIters: 4
  drc: 0
  antenna_left: 0
global_routing:
  antenna_found_initial: 0
  grt_max_degree: 40
  grt_pass1_vias: 1780
  grt_use_total: 0.0771
  grt_pass1_wl_um: 9400
  gr-total-overflow: 0
yosys:
  synth_area_per_cell_um2: 9.85
  flop_cell: "dlxtn_1"
  edf_count: 0
  ys_types: 50
  top_area_frac: 0.447
  yosys-stat-cells: 218
  ys_ff: 64
  async_flop_share: 0
  common_cells: "dlxtn_1, nand2_1, mux4_2, nor2_1, o21ai_0"
  synthesis.area_mm2: 0.00215
  yosysTopAreaCell: "dlxtn_1"
  most_common_cell: "dlxtn_1"
  ys_chip_area_mm2: 0.00215
  ys_warn_count: 1
  top_cells_by_area: "dlxtn_1, mux4_2, nand2_1"
  syn_inst: 218
worst_hold_path:
  hp-start: "Ma[0]"
  hp-class: "input pin to output port"
clock_tree:
  cts_resized: 0
  cts_setup_buffers: 0
  postCtsHoldBufs: 0
outcome:
  outcome: "finished clean"
sta:
  fmax_ghz: 0.249
  slew_viol_final: 0
  slew_headroom: 0.595
  tightest_slew_ps: 605
  unclocked_regs: 64
  final-setup-viol-count: 0
  fin_setup_tns_ps: 0
  period_used_share: 0.934
  untimed_endpoints: 64
  fin_crit_ps: 4020
  finalHoldViolations: 0
  rsz0062_at_grt: "no"
placement:
  dp_hpwl_um: 4610
  gp_congestion: 0.931
  io_buffers: 49
  post_dp_cell_area_mm2: 0.00280
pwr:
  finalPower_mw: 0.171
  worst_ir_drop_vdd_uv: 23.1
  p_per_area_mw_per_mm2: 61.1
  p_leak_nw: 1.11
job:
  drv_cap: 0
  tool_warnings: 32
## cells in the final DEF, fill, tap and decap left out, types with 3 or more instances in the layout
master	instances
a21o_1	3
a21oi_1	9
a22o_1	4
a22oi_1	4
buf_4	11
clkdlybuf4s50_1	48
dlxtn_1	64
mux2i_1	4
mux4_2	11
nand2_1	18
nand2b_1	3
nand3_1	4
nor2_1	11
nor2b_1	6
nor3_1	9
o21ai_0	10
## report_power, final
group	switching [mW]	total (mW)	internal, mW
combinational	0.0580	0.127	0.0692
sequential	0.00625	0.0436	0.0373
clock	0	0	0
## registers in the layout (all words and copies together) (netlist names)
register / cells
M0: 16
M3: 16
M1: 16
M2: 16
## kinds of logic (layout without fill, tap and decap cells)
group / Yosys count / after routing / synth area share
AND-OR/OR-AND: 51 / 51 / 0.166
multiplexers: 17 / 17 / 0.144
XOR/XNOR: 1 / 1 / 0.00408
buffers and inverters: 18 / 63 / 0.0547
latches: 64 / 64 / 0.447
AND/OR/NAND/NOR: 67 / 67 / 0.183
## worst min path at each step
stage / to / slack [ps] / cells after the start
6_report: Mrd[7] / 2710 / 3
5_1_grt: Mrd[7] / 2790 / 3
4_1_cts: Mrd[7] / 2750 / 3
## metal layers
metal / GRT usage / up-vias
met5: 0 / -
met4: 0.00873 / 0
met3: 0.0185 / 5
met2: 0.112 / 65
met1: 0.118 / 826
li1: - / 889
## per-stage QoR
stage / utilization / std cells / hold slack [ps] / setup slack (ps)
after floorplan: - / 218 / 1870 / 1570
after global placement: 0.271 / 399 / 2750 / 285
after detailed placement: 0.271 / 399 / 2750 / 293
after CTS: 0.271 / 399 / 2750 / 280
after global routing: 0.271 / 399 / 2790 / 147
final: 0.271 / 399 / 2710 / 282
## area by class of cell
cell class	count	area [µm²]	area share
multi-input cells	136	1070	0.383
flip-flops and latches	64	961	0.344
repair buffers	61	588	0.210
well taps	136	170	0.0609
inverters	2	7.51	0.00268
Power is estimated from default activity; no workload was simulated.
