==> flow/design.v <==
module rom_plusloop(Ma,Md);
    input [15:0] Ma;
    output [15:0] Md;
    assign #70 Md = 
	(Ma == 0) ? 16'h2500 :
	(Ma == 1) ? 16'h2500 :
	(Ma == 2) ? 16'h4900 :
	(Ma == 3) ? 16'h4901 :
	(Ma == 4) ? 16'h6D00 :
	(Ma == 5) ? 16'h6D06 :
	(Ma == 6) ? 16'h2412 :
	(Ma == 7) ? 16'h0F00 :
	            16'h0000;
endmodule
==> flow/run.sh <==
#!/bin/bash
# OpenROAD 26Q1-2900-gdf79404cd8, Yosys 0.63+post, stock flow scripts
make -C /OpenROAD-flow-scripts/flow DESIGN_CONFIG=/design/flow/config.mk WORK_HOME=/design/flow/orfs finish
==> flow/config.mk <==
export PLATFORM = sky130hd
export DESIGN_NAME = rom_plusloop
export DESIGN_NICKNAME = rom_plusloop
export VERILOG_FILES = /design/flow/design.v
export SDC_FILE = /design/flow/constraint.sdc
export NUM_CORES = 4
export LEC_CHECK = 1
export CORE_AREA = 10 10 70 70
export DIE_AREA = 0 0 80 80
==> flow/constraint.sdc <==
current_design rom_plusloop

set clk_period 3.2
set clk_io_pct 0.2

create_clock -name clk0 -period $clk_period

set non_clock_inputs [all_inputs -no_clocks]
set_input_delay [expr $clk_period * $clk_io_pct] -clock clk0 $non_clock_inputs
set_output_delay [expr $clk_period * $clk_io_pct] -clock clk0 [all_outputs]
==> impl_metrics.json <==
{
  "hold_viol": 0,
  "drt_wl_total_um": 992,
  "vdd_drop_max_v": 0.000009995,
  "cp-startpoint": "Ma[9]",
  "worst_hold_slack_ns": 2.363,
  "finalNonFillerCells": 103,
  "grt_overflow": 0,
  "final_antenna_net_count": 0,
  "dieArea_um2": 6400,
  "wl_met3_um": 141,
  "finalCoreUtilization": 0.1557,
  "slew_violations": 0,
  "rsz0062_at_grt": "false",
  "place_inst": 101,
  "setup-violations-final": 0,
  "cts_hold_buffers": 0,
  "numPortBuffers": 26,
  "dr_total_vias": 291,
  "die_x_um": 80,
  "ys_warn_count": 0,
  "status": "finished clean",
  "placed_cell_area_um2": 495.5,
  "dp_hpwl_um": 828.7,
  "hp-class": "in2out",
  "syn_to_final_growth_pct": 156.0,
  "synth.area.top_cells": "buf_4 22%, nor4_2 12%, nor2_1 11%",
  "detail_route.iter0.violations": 1,
  "fin_tns_setup_ns": 0,
  "netlist_instances": 31,
  "yosysChipArea_um2": 207.7,
  "yosys.area.top_type": "buf_4",
  "crit_path_end_kind": "output pin",
  "grt_pass1_vias": 259,
  "met2WireLength_um": 462,
  "flop-count": 0,
  "clock.fmax_mhz": 327.2,
  "grt_max_degree": 11,
  "clock_buffers": 0,
  "worstPathArrival_ns": 2.42,
  "core_um2": 3416,
  "post-route-drc-count": 0,
  "grt_antenna_before_repair": 0,
  "fp_util": 0.06081,
  "syn_area_um2": 207.7,
  "worstSetupPathType": "in2out",
  "ioPinCount": 32,
  "power.leakage_nw": 0.1784,
  "start_kind": "input port",
  "ys_seq_frac": 0,
  "antenna_cells": 0,
  "ys_types": 16,
  "top_layer": "met3",
  "drive_gt1_frac": 0.1053,
  "finalCritPeriodShare": 0.9551,
  "period_needed_ns": 3.056,
  "cap_violations": 0,
  "grt_pass1_wl_mm": 1.228,
  "first_pass_iters": 2,
  "viasPerCell": 2.825,
  "synth_top_area_share": 0.2169,
  "critPathRequiredTime_ns": 2.56,
  "hp-start": "Ma[2]",
  "gp_congestion": 0.7599,
  "rows": 21,
  "fin_area_um2": 531.8,
  "drt-wirelength-per-cell_um": 9.631,
  "tool_warnings": 32,
  "fin_ws_ns": 0.1437,
  "regArea_um2": 0,
  "ys_cells": 31,
  "pre_cts_slack_ns": 0.06076,
  "total_power_mw": 0.03482,
  "critPathMaxFanout": 5,
  "die_h_um": 80,
  "grt_use_total": 0.02309,
  "wl_met1_um": 388,
  "powerDensity_nw_per_um2": 65.48,
  "avgSynthCellArea_um2": 6.700
}
## cell usage in the layout (no fill, tap or decap)
| cell | synthesis | final |
|---|---|---|
| nor4b_2 | 1 | 1 |
| nand3_1 | 1 | 1 |
| and4bb_1 | 1 | 1 |
| nor4_4 | 0 | 2 |
| inv_1 | 1 | 1 |
| o21ai_0 | 1 | 1 |
| nand4_2 | 1 | 1 |
| a21oi_1 | 1 | 1 |
| clkdlybuf4s50_1 | 0 | 26 |
| nor3_1 | 4 | 3 |
| nor3_2 | 0 | 1 |
| nand4_1 | 0 | 1 |
| and2b_1 | 1 | 1 |
| nand2_1 | 1 | 1 |
| buf_4 | 6 | 1 |
| nor2_1 | 6 | 6 |
| conb_1 | 1 | 6 |
| xnor2_1 | 2 | 2 |
## layout make-up
cell class | instances | area [µm²]
fillers | 387 | 2884
inverters | 1 | 3.754
multi-input cells | 29 | 202.7
well taps | 46 | 57.56
repair buffers | 27 | 267.8
## Yosys cell counts (all sizes together), types with 2 or more instances
master  n
buf     6
nor2    6
nor3    4
nor4    2
xnor2   2
## cells by family after synthesis
family,count (synthesis),synth area share
xor gates and xnor gates,2,0.08435
and+or+nand+nor,18,0.5963
other,1,0.01805
buffers and inverters,8,0.2530
AOI/OAI and AO/OA,2,0.04815
## path summary, 6_finish.rpt
kind	end	slack, ns	cells past startpoint
setup / recovery	Md[14]	0.14	6
hold / removal	Md[4]	2.36	4
## where the power goes
group / leakage, nW / internal, mW / switching [mW]
clock network: 0 / 0 / 0
registers: 0 / 0 / 0
logic: 0.178 / 0.0218 / 0.0130
## critical path: stages
cell,delay (ns)
clkdlybuf4s50_1,0.44
nor4_4,0.33
nand4_2,0.22
buf_4,0.19
nor2_1,0.11
clkdlybuf4s50_1,0.49
## metal layers
layer | track usage | up-vias
met5 | 0 | -
met1 | 0.02769 | 120
met2 | 0.04013 | 18
met3 | 0.009091 | 0
met4 | 0 | 0
li1 | - | 153
## timing repair
item | CTS | global route
setup endpoints to repair | 0 | 1
buffers inserted | 0 | 1
gates resized | 0 | 3
Power figures rest on the tool's default switching activity, not on a simulated workload.
